==> design/flow/design.v <==
`timescale 1ns / 1ps
module sdram_controller_with_power_modes (
    input  wire                 clk,        
    input  wire                 reset,      
    input  wire                 i_valid,   
    input  wire [4:0]           i_cmd,     
    input  wire [12:0]          i_row_addr,
    input  wire [8:0]           i_col_addr,
    input  wire [1:0]           i_bank_addr,
    input  wire [15:0]          i_wdata,
    output reg  [15:0]          o_rdata,
    output reg                  o_ready,
    output reg  cs_n,
    output reg  ras_n,
    output reg  cas_n,
    output reg  we_n,
    output reg  [1:0]   sdram_ba,
    output reg  [12:0]  sdram_addr,
    inout  wire [15:0]  sdram_dq,
    output reg          cke,
    output reg  [1:0]   dqm
);
    parameter tRCD_CYCLES   =  3;
    parameter tRP_CYCLES    =  3;
    parameter tRC_CYCLES    =  9;
    parameter tMRD_CYCLES   =  2;
    parameter tDPL_CYCLES   =  2;
    parameter CAS_LAT       =  3;
    parameter tREF_CYCLES   = 1100;
    parameter tXS_CYCLES    = 11;
    parameter PWRUP_WAIT    = 16000;
    localparam ST_RESET          = 5'd0,
               ST_POWERUP        = 5'd1,
               ST_PRECHARGE      = 5'd2,
               ST_AR1            = 5'd3,
               ST_AR2            = 5'd4,
               ST_LOAD_MODE      = 5'd5,
               ST_READY          = 5'd6,
               ST_ACTIVE         = 5'd7,
               ST_READ           = 5'd8,
               ST_WRITE          = 5'd9,
               ST_REF_REQ        = 5'd10,
               ST_REF_EXEC       = 5'd11,
               ST_PWRDOWN_ENTRY  = 5'd12,
               ST_PWRDOWN        = 5'd13,
               ST_SELFREF_ENTRY  = 5'd14,
               ST_SELFREF        = 5'd15,
               ST_SELFREF_EXIT   = 5'd16;
    reg [4:0] current_state, next_state;
    reg [15:0] pwrup_cnt;
    reg        powerup_done;
    reg [15:0] refresh_timer;
    wire       refresh_due;
    reg [7:0]  cmd_timer;
    reg        wait_done;
    reg [15:0] dq_out_reg;
    reg        dq_oe; 
    assign sdram_dq = dq_oe ? dq_out_reg : 16'hzzzz;
    always @(posedge clk) begin
        if ((current_state == ST_READ) && wait_done) begin
            o_rdata <= sdram_dq;
        end
    end
    always @(posedge clk or posedge reset) begin
        if (reset)
            current_state <= ST_RESET;
        else
            current_state <= next_state;
    end
    always @(*) begin
        next_state = current_state;
        case (current_state)
        ST_RESET: begin
            next_state = ST_POWERUP;
        end
        ST_POWERUP: begin
            if (powerup_done)
                next_state = ST_PRECHARGE;
        end
        ST_PRECHARGE: begin
            if (wait_done)
                next_state = ST_AR1;
        end
        ST_AR1: begin
            if (wait_done)
                next_state = ST_AR2;
        end
        ST_AR2: begin
            if (wait_done)
                next_state = ST_LOAD_MODE;
        end
        ST_LOAD_MODE: begin
            if (wait_done)
                next_state = ST_READY;
        end
        ST_READY: begin
            if (refresh_due)
                next_state = ST_REF_REQ;
            else if (i_valid) begin
                case (i_cmd)
                    5'h1: next_state = ST_ACTIVE;  
                    5'h2: next_state = ST_ACTIVE;  
                    5'h3: next_state = ST_REF_REQ;  
                    5'h4: next_state = ST_PWRDOWN_ENTRY;  
                    5'h5: next_state = ST_SELFREF_ENTRY;  
                    default: next_state = ST_READY;
                endcase
            end
        end
        ST_REF_REQ: begin
            next_state = ST_REF_EXEC;
        end
        ST_REF_EXEC: begin
            if (wait_done)
                next_state = ST_READY;
        end
        ST_ACTIVE: begin
            if (wait_done) begin
                if (i_cmd == 5'h1)  
                    next_state = ST_READ;
                else if (i_cmd == 5'h2)  
                    next_state = ST_WRITE;
                else
                    next_state = ST_READY;
            end
        end
        ST_READ: begin
            if (wait_done)
                next_state = ST_READY;
        end
        ST_WRITE: begin
            if (wait_done)
                next_state = ST_READY;
        end
        ST_PWRDOWN_ENTRY: begin
            next_state = ST_PWRDOWN;
        end
        ST_PWRDOWN: begin
            if (i_valid && (i_cmd == 5'h6))
                next_state = ST_READY;
        end
        ST_SELFREF_ENTRY: begin
            next_state = ST_SELFREF;
        end
        ST_SELFREF: begin
            if (i_valid && (i_cmd == 5'h6))
                next_state = ST_SELFREF_EXIT;
        end
        ST_SELFREF_EXIT: begin
            if (wait_done)
                next_state = ST_READY;
        end
        endcase
    end
    always @(posedge clk or posedge reset) begin
        if (reset) begin
            cmd_timer <= 0;
            wait_done <= 1'b0;
        end else begin
            wait_done <= 1'b0;
            case (current_state)
            ST_PRECHARGE: begin
                if (cmd_timer < tRP_CYCLES)
                    cmd_timer <= cmd_timer + 1;
                else begin
                    wait_done <= 1'b1;
                    cmd_timer <= 0;
                end
            end
            ST_AR1, ST_AR2, ST_REF_EXEC: begin
                if (cmd_timer < tRC_CYCLES)
                    cmd_timer <= cmd_timer + 1;
                else begin
                    wait_done <= 1'b1;
                    cmd_timer <= 0;
                end
            end
            ST_LOAD_MODE: begin
                if (cmd_timer < tMRD_CYCLES)
                    cmd_timer <= cmd_timer + 1;
                else begin
                    wait_done <= 1'b1;
                    cmd_timer <= 0;
                end
            end
            ST_ACTIVE: begin
                if (cmd_timer < tRCD_CYCLES)
                    cmd_timer <= cmd_timer + 1;
                else begin
                    wait_done <= 1'b1;
                    cmd_timer <= 0;
                end
            end
            ST_READ: begin
                if (cmd_timer < CAS_LAT)
                    cmd_timer <= cmd_timer + 1;
                else begin
                    wait_done <= 1'b1;
                    cmd_timer <= 0;
                end
            end
            ST_WRITE: begin
                if (cmd_timer < tDPL_CYCLES)
                    cmd_timer <= cmd_timer + 1;
                else begin
                    wait_done <= 1'b1;
                    cmd_timer <= 0;
                end
            end
            ST_SELFREF_EXIT: begin
                if (cmd_timer < tXS_CYCLES)
                    cmd_timer <= cmd_timer + 1;
                else begin
                    wait_done <= 1'b1;
                    cmd_timer <= 0;
                end
            end
            default: cmd_timer <= 0;
            endcase
        end
    end
    always @(posedge clk or posedge reset) begin
        if (reset) begin
            pwrup_cnt    <= 0;
            powerup_done <= 1'b0;
        end else begin
            if (!powerup_done) begin
                if (pwrup_cnt < PWRUP_WAIT)
                    pwrup_cnt <= pwrup_cnt + 1;
                else
                    powerup_done <= 1'b1;
            end
        end
    end
    always @(posedge clk or posedge reset) begin
        if (reset) begin
            refresh_timer <= 0;
        end else begin
            if (current_state == ST_REF_EXEC)
                refresh_timer <= 0;
            else
                refresh_timer <= refresh_timer + 1;
        end
    end
    assign refresh_due = (refresh_timer >= tREF_CYCLES);
    always @(posedge clk or posedge reset) begin
        if (reset) begin
            cs_n       <= 1'b1;
            ras_n      <= 1'b1;
            cas_n      <= 1'b1;
            we_n       <= 1'b1;
            sdram_ba   <= 2'b00;
            sdram_addr <= 13'h0000;
            cke        <= 1'b1;
            dqm        <= 2'b00;
            dq_oe      <= 1'b0;
            dq_out_reg <= 16'h0000;
            o_ready    <= 1'b0;
        end else begin
            cs_n       <= 1'b0;
            ras_n      <= 1'b1;
            cas_n      <= 1'b1;
            we_n       <= 1'b1;
            sdram_ba   <= 2'b00;
            sdram_addr <= 13'h0000;
            cke        <= 1'b1;
            dqm        <= 2'b00;
            dq_oe      <= 1'b0;
            dq_out_reg <= i_wdata;
            o_ready    <= (current_state == ST_READY);
            case (current_state)
            ST_POWERUP: begin
            end
            ST_PRECHARGE: begin
                ras_n         <= 1'b0;
                we_n          <= 1'b0;
                sdram_addr[10]<= 1'b1;
            end
            ST_AR1, ST_AR2, ST_REF_EXEC: begin
                ras_n <= 1'b0;
                cas_n <= 1'b0;
                we_n  <= 1'b1;
            end
            ST_LOAD_MODE: begin
                ras_n <= 1'b0;
                cas_n <= 1'b0;
                we_n  <= 1'b0;
                sdram_addr <= 13'b000_0110_1010; 
            end
            ST_ACTIVE: begin
                ras_n      <= 1'b0;
                sdram_ba   <= i_bank_addr;
                sdram_addr <= i_row_addr;
            end
            ST_READ: begin
                cas_n      <= 1'b0;
                sdram_ba   <= i_bank_addr;
                sdram_addr <= i_col_addr;
            end
            ST_WRITE: begin
                cas_n     <= 1'b0;
                we_n      <= 1'b0;
                sdram_ba  <= i_bank_addr;
                sdram_addr<= i_col_addr;
                dq_oe     <= 1'b1;
                dq_out_reg<= i_wdata;
            end
            ST_PWRDOWN_ENTRY: begin
            end
            ST_PWRDOWN: begin
                cke <= 1'b0;  
            end
            ST_SELFREF_ENTRY: begin
                ras_n <= 1'b0;
                cas_n <= 1'b0;
                we_n  <= 1'b1; 
                cke   <= 1'b0;
            end
            ST_SELFREF: begin
                cke <= 1'b0;  
            end
            ST_SELFREF_EXIT: begin
                cke <= 1'b1;
            end
            endcase
            if (current_state == ST_PWRDOWN_ENTRY) begin
                cke <= 1'b0;
            end
        end
    end
endmodule
==> design/flow/run.sh <==
#!/bin/bash
# OpenROAD 26Q1-2900-gdf79404cd8, Yosys 0.63+post, stock flow scripts
make -C /OpenROAD-flow-scripts/flow DESIGN_CONFIG=/design/flow/config.mk WORK_HOME=/design/flow/orfs finish
==> design/flow/config.mk <==
export PLATFORM = sky130hd
export DESIGN_NAME = sdram_controller_with_power_modes
export DESIGN_NICKNAME = sdram_controller_with_power_modes
export VERILOG_FILES = /design/flow/design.v
export SDC_FILE = /design/flow/constraint.sdc
export NUM_CORES = 4
export LEC_CHECK = 1
export CORE_UTILIZATION = 40
==> design/flow/constraint.sdc <==
current_design sdram_controller_with_power_modes

set clk_period 2.8
set clk_io_pct 0.2

create_clock -name clk0 -period $clk_period [get_ports {clk}]

set non_clock_inputs [all_inputs -no_clocks]
set_input_delay [expr $clk_period * $clk_io_pct] -clock clk0 $non_clock_inputs
set_output_delay [expr $clk_period * $clk_io_pct] -clock clk0 [all_outputs]
==> impl_metrics.sql <==
-- metrics for the results database
INSERT INTO impl_metrics (metric_group, metric, value, unit) VALUES
('run_status', 'status', 'completed', ''),
('synthesis', 'syn-cell-area', '0.004243', 'mm²'),
('floorplanning', 'design.core.area', '0.01032', 'mm²'),
('floorplanning', 'std_cell_rows', '37', ''),
('synthesis', 'number_of_enable_flip_flop_cells', '16', ''),
('placed_design', 'dp.final_hpwl', '5510', 'µm'),
('clock_tree', 'root_buffer', 'sky130_fd_sc_hd__clkbuf_8', ''),
('synthesis', 'post_synth_main_area_contributors', 'sky130_fd_sc_hd__dfrtp_1 (53%), sky130_fd_sc_hd__edfxtp_1 (11%), sky130_fd_sc_hd__xnor2_1 (3.3%)', ''),
('clock_tree', 'clk-insertion-delay-late', '0.37', 'ns'),
('routing', 'diodes', '0', ''),
('critical_path', 'worst_r2r_endpoint', 'cmd_timer[1]', ''),
('critical_path', 'crit_path_end', 'cke', ''),
('critical_path', 'path_cells', 'clkdlybuf4s50_1', ''),
('global_route', 'antenna_found_initial', '0', ''),
('sta', 'timing.slew.headroom', '53.39', '%'),
('clock_tree', 'cts_setup_buffers', '0', ''),
('placed_design', 'routabilityCongestion', '0.8540', ''),
('floorplanning', 'die_h', '105.0', 'µm'),
('synthesis', 'synth.yosys.chip_area', '0.004243', 'mm²'),
('synthesis', 'top_area_share', '53.08', '%'),
('job', 'max_cap_violations', '0', ''),
('critical_path', 'setup.worst_path.class', 'reg2out', ''),
('sta', 'timing_hold_violations_final', '0', ''),
('synthesis', 'yosys_warnings', '2', ''),
('sta', 'drv_slew', '0', ''),
('routing', 'drc', '0', ''),
('global_route', 'grt_remaining_overflow', '0', ''),
('placed_design', 'preCtsSetupSlack', '0.7125', 'ns'),
('synthesis', 'netlist.top_cell.by_area', 'sky130_fd_sc_hd__dfrtp_1', ''),
('sta', 'finalSetupTns', '0', 'ns'),
('routing', 'detail_route.iter0.violations', '113', ''),
('synthesis', 'synth_cell_types', '52', ''),
('clock_tree', 'cts_sinks', '111', ''),
('routing', 'detailroute.via_count', '2705', ''),
('sta', 'final_number_of_setup_violating_endpoints', '0', ''),
('final_layout', 'final_cell_mix', 'sky130_fd_sc_hd__dfrtp_1 (90), sky130_fd_sc_hd__clkdlybuf4s50_1 (84), sky130_fd_sc_hd__nor2_1 (26)', ''),
('critical_path', 'slowest_stage', 'sky130_fd_sc_hd__dfstp_2', ''),
('synthesis', 'synth-cells-yosys', '321', ''),
('clock_tree', 'clk_path_buf_depth', '2', ''),
('synthesis', 'synth-seq-cells', '111', ''),
('synthesis', 'flop_cell', 'sky130_fd_sc_hd__dfrtp_1', ''),
('final_layout', 'most_used_logic_cell_in_the_final_layout', 'sky130_fd_sc_hd__dfrtp_1', ''),
('sta', 'finalCriticalPeriod', '1.972', 'ns'),
('sta', 'skew', '0.007663', 'ns'),
('clock_tree', 'cts-hold-fix-buffers', '0', ''),
('critical_path', 'worst_setup_path_end_kind', 'output pin', ''),
('sta', 'finalCritPeriodShare', '70.44', '%'),
('synthesis', 'proportion_of_register_bits_with_asynchronous_set_or_reset_after_synthesis', '85.59', '%'),
('pwr', 'power.ir.vdd_worst', '0.0003991', 'V'),
('critical_path', 'critical_path_depth', '1', ''),
('floorplanning', 'fp.dieW', '105.0', 'µm'),
('critical_path', 'startpoint', 'cke', ''),
('sta', 'final_critical_path_setup_slack', '0.8276', 'ns'),
('pwr', 'p_leak', '2.415', 'nW'),
('clock_tree', 'clk_pin_slew_worst_paths', '0.11', 'ns'),
('critical_path', 'slowest_delay', '0.53', 'ns'),
('clock_tree', 'cts_tree', 'yes', ''),
('routing', 'route.detailed.wl_per_inst', '14.45', 'µm'),
('routing', 'drtAntennaViolNets', '0', ''),
('synthesis', 'synth_area_per_cell', '13.22', 'µm²'),
('sta', 'clock.fmax', '507.0', 'MHz'),
('critical_path', 'timing.critical_path.required', '2.24', 'ns'),
('critical_path', 'start_kind', 'flop', ''),
('critical_path', 'worst_ep_arrival_time', '1.41', 'ns'),
('critical_path', 'critPathTopFamily', 'flip-flops', ''),
('synthesis', 'synth_cells', '321', ''),
('synthesis', 'yosysSeqAreaShare', '67.50', '%'),
('critical_path', 'critical_path.reg2reg.startpoint', 'current_state[15]', ''),
('final_layout', 'areaGrowthSynthToFinish', '28.78', '%'),
('sta', 'rsz0062_at_grt', 'no', ''),
('global_route', 'via_count_of_the_first_global_routing_pass', '2641', '');
## sequential cells by signal, indices dropped and copies added, names as in the netlist, named ones only
name	count
sdram_addr	13
powerup_done	1
cke	1
current_state	14
wait_done	1
cmd_timer	8
o_rdata	16
sdram_ba	2
sdram_dq	16
o_ready	1
we_n	1
refresh_timer	16
pwrup_cnt	16
ras_n	1
cas_n	1
## worst min-delay path by stage
stage | cells after the start | end | slack [ns] | startpoint
4_1_cts | 0 | o_rdata[10] | 0.27 | sdram_dq[10]
5_1_grt | 0 | o_rdata[2] | 0.26 | sdram_dq[2]
6_report | 0 | o_rdata[10] | 0.29 | sdram_dq[10]
## logic make-up after synthesis
kind of cell | Yosys count | synth area share, %
DFF | 111 | 67.50
and+or+nand+nor | 104 | 13.27
AOI/OAI and AO/OA | 43 | 8.257
xor gates and xnor gates | 27 | 5.573
buffers and inverters | 25 | 2.536
adders and majority gates | 6 | 1.710
muxes | 4 | 1.062
other | 1 | 0.08838
## per-layer routing
layer | vias to the layer above | part of all wire [%] | track usage, %
met1 | 1281 | 46 | 25.23
met4 | 0 | 1.4 | 1.811
li1 | 1313 | - | -
met5 | - | 0 | 0
met3 | 10 | 7.9 | 4.447
met2 | 101 | 45 | 23.51
## Yosys cell counts, types with 2 or more instances
master	instances
sky130_fd_sc_hd__nor2b_1	3
sky130_fd_sc_hd__a22o_1	8
sky130_fd_sc_hd__nand4_1	9
sky130_fd_sc_hd__mux2_2	4
sky130_fd_sc_hd__nand3_1	11
sky130_fd_sc_hd__a21o_1	8
sky130_fd_sc_hd__and2_1	5
sky130_fd_sc_hd__nor4_1	7
sky130_fd_sc_hd__edfxtp_1	16
sky130_fd_sc_hd__nor3_1	12
sky130_fd_sc_hd__nor2_1	26
sky130_fd_sc_hd__xor2_1	11
sky130_fd_sc_hd__clkbuf_1	9
sky130_fd_sc_hd__nand2_1	11
sky130_fd_sc_hd__a221o_1	4
sky130_fd_sc_hd__xnor2_1	16
sky130_fd_sc_hd__dfrtp_1	90
sky130_fd_sc_hd__o22ai_1	2
sky130_fd_sc_hd__and4_1	3
sky130_fd_sc_hd__a21oi_1	3
sky130_fd_sc_hd__o21ai_0	4
sky130_fd_sc_hd__buf_4	2
sky130_fd_sc_hd__dfstp_2	5
sky130_fd_sc_hd__or2_2	3
sky130_fd_sc_hd__or3_1	5
sky130_fd_sc_hd__o21a_1	2
sky130_fd_sc_hd__inv_1	13
sky130_fd_sc_hd__ha_1	5
## metrics by stage
step                      power (mW)  hold WS, ns  util, %  cells  instance area, µm²
final                          3.370       0.2913    52.93    553                5464
after global routing           3.556       0.2615    52.93    553                5464
after CTS                      3.431       0.2663    52.93    553                5464
after detailed placement       2.425       0.3863    50.84    537                5249
after global placement         2.417       0.3857    50.84    537                5249
after floorplan                2.154       0.3765        -    327                4269
## power by group
part / switching [mW] / internal, mW / leakage (nW)
combinational: 0.165 / 0.279 / 0.934
sequential: 0.146 / 1.79 / 1.38
clock: 0.553 / 0.433 / 0.105
## area by class of cell
class / instances / area, µm² / share of cell area [%]
Tap cell: 136 / 170.2 / 3.114
Clock buffer: 9 / 123.9 / 2.267
Sequential cell: 111 / 2864 / 52.42
Multi-Input combinational cell: 191 / 1294 / 23.68
Inverter: 13 / 52.55 / 0.9618
Clock inverter: 7 / 91.34 / 1.672
Timing Repair Buffer: 86 / 868.3 / 15.89
Power figures rest on the tool's default switching activity, not on a simulated workload.
